==> flow/config.mk <==
export PLATFORM = sky130hd
export DESIGN_NAME = fib_number_analyzer
export DESIGN_NICKNAME = fib_number_analyzer
export VERILOG_FILES = /design/flow/design.v
export SDC_FILE = /design/flow/constraint.sdc
export NUM_CORES = 4
export LEC_CHECK = 1
export CORE_UTILIZATION = 30
==> flow/constraint.sdc <==
current_design fib_number_analyzer

set clk_period 3.9
set clk_io_pct 0.2

create_clock -name clk0 -period $clk_period [get_ports {clock}]

set non_clock_inputs [all_inputs -no_clocks]
set_input_delay [expr $clk_period * $clk_io_pct] -clock clk0 $non_clock_inputs
set_output_delay [expr $clk_period * $clk_io_pct] -clock clk0 [all_outputs]
==> flow/design.v <==
module fib_number_analyzer(in_number, clock, reset, enable, out_ready, is_fib);
input clock;
input reset;
input enable;
input[31:0] in_number; 
output reg out_ready;
output reg is_fib;
parameter  
	S0=3'b000,  
	S1=3'b001,  
	S2=3'b011,  
	S3=3'b010,  
	S4=3'b110;  
reg [2:0] current_state = S0, next_state;
reg[31:0] fib_0;
reg[31:0] fib_1;
reg[31:0] fib_temp;
reg[31:0] num;
always @(posedge clock, posedge reset)
begin
	if(reset)
		current_state <= S0;
	else if (enable == 0)
		current_state <= S0;
	else
		current_state <= next_state;
end
always @(current_state, num, fib_temp)
begin
	case(current_state) 
		S0: begin
			next_state <= S1;
		end
		S1: begin
			if($signed(fib_temp) == $signed(num))
				next_state <= S3; 
			else if ($signed(fib_temp) < $signed(num))
				next_state <= S2;
			else
				next_state <= S4;
		end
		S2: begin  
			next_state <= S1;
		end
		S3: begin  
			next_state <= current_state;
		end
		S4: begin  
			next_state <= current_state;
		end
		default:
			next_state <= S0;
	endcase
end
always @(current_state)
begin 
	case(current_state)
		S0: begin
			fib_0 <= 0;
			fib_1 <= 1;
			fib_temp <= 0;
			is_fib <= 0;
			out_ready <= 0;
			num <= in_number;
		end
		S2: begin
			fib_temp <= fib_0 + fib_1;
			fib_0 <= fib_1;
			fib_1 <= fib_0 + fib_1;
		end
		S3: begin 
			out_ready <= 1;
			is_fib <= 1;
		end
		S4: begin 
			out_ready <= 1;
			is_fib <= 0;
		end
		default: begin
			out_ready <= 0;
			is_fib <=0;
		end
	endcase
end 
endmodule
==> flow/run.sh <==
#!/bin/bash
# OpenROAD 26Q1-2900-gdf79404cd8, Yosys 0.63+post, stock flow scripts
make -C /OpenROAD-flow-scripts/flow DESIGN_CONFIG=/design/flow/config.mk WORK_HOME=/design/flow/orfs finish
==> qor.yml <==
final_timing:
  unclocked_regs: 99
  fmax_ghz: 0.503
  hold_slack_ns: 0.673
  rsz0062_at_grt: "no"
  fin_skew_ns: 0.00202
  slew_viol_final: 0
  untimed_endpoints: 101
  tns_ns: 0
  maxSlewHeadroom_pct: 44.8
  hold_viol: 0
  post-route-period-util_pct: 51.0
  layout_min_cycle_time_ns: 1.99
  setup_viol: 0
  worst_slew_pin_slew_ns: 0.828
worst_setup_path:
  cp_slowest_cell: "clkdlybuf4s50_1"
  r2r-start: "current_state[1]"
  r2r_slack_ns: 2.46
  crit_path_frequent_cell: "nand3_1"
  end_kind: "register"
  critPathKind: "in2reg"
  r2r_cells: 5
  arrival_ns: 2.14
  crit_path_max_incr_delay_ns: 0.55
  critPathBufInv: 1
  crit_chain: "clkdlybuf4s50_1, nor3b_1, and3_1, nand3_1, nand3_1"
  r2r-end: "current_state[0]"
  crit_family: "simple AND/OR/NAND/NOR gates"
  cp_max_fo: 5
  start_kind: "primary input"
  worstPathRequired_ns: 4.05
power:
  power_density_nw_per_um2: 144
  p_leak_nw: 2.74
  ir_drop_mv: 0.312
drt:
  route.detailed.drc: 0
  drtIter0Drc: 219
  wirelength_um: 9240
  viasPerCell: 4.86
  ant_nets: 0
  wl_per_cell_um: 12.4
  drt_first_pass_iters: 23
  diodes: 0
  route.vias.total: 3623
synthesis:
  synth.avg_cell_area_um2: 8.52
  async_flop_share_pct: 2.94
  ys_area_um2: 4530
  yosysCellCount: 532
  ys.flops: 102
  syn_inst: 532
  syn_area_um2: 4530
  yosys_warnings: 34
  yosysUniqueCellTypes: 53
  edf_count: 0
  ff_type: "dlxtn_1"
die:
  coreArea_um2: 14600
  die_x_um: 125
  ios: 37
  initCoreUtil_pct: 30.9
  die_area_um2: 15600
  row_count: 44
  die_h_um: 125
grt:
  grt_max_degree: 38
  antenna_found_initial: 0
  grt_overflow: 0
  track_usage_pct: 12.5
  grt_pass1_wl_um: 16300
  grt_pass1_vias: 3563
clock_tree:
  htreeDepth: 1
  cts_made_buffers: 3
  post_cts_resized: 0
  path_clk_slew_ns: 0.03
  cts_setup_buffers: 0
  cts_tree: "yes"
  holdBufCountCts: 0
  clockBufferDepth: 2
  insertion_delay_ns: 0.22
  cts_root_buf: "clkbuf_16"
placed_design:
  hpwl_um: 7350
  io_buffers: 36
  placed_area_um2: 5090
  gp_congestion: 0.887
min_path:
  holdPathEnd: "current_state[2]"
  holdPathStages: 2
  min_path_type: "reg2reg"
  min-delay-start: "current_state[2]"
finish:
  layout-drive-gt1-share_pct: 2.14
  finish.instance_area_um2: 5170
  syn2layout_area_growth_pct: 14.2
  utilization_pct: 35.3
  n_fill_cell: 1453
flow_run:
  maxCapViolCount: 0
  tool_warnings: 25
status:
  run_status: "finished clean"
## per-layer routing
metal | vias to the layer above | global-route usage (%) | wire length (um)
met2 | 65 | 19.6 | 3850
met5 | - | 0 | 0
li1 | 1942 | - | -
met1 | 1614 | 20.2 | 5040
met3 | 2 | 0.569 | 323
met4 | 0 | 0.789 | 20
## cell families after synthesis
family / synth area share, %
flip-flops: 1.66
AND-OR/OR-AND: 19.6
XOR/XNOR: 3.67
latches: 32.9
buffers and inverters: 4.50
adder cells (fa/ha/maj): 17.8
AND/OR/NAND/NOR: 19.0
multiplexers: 0.884
## per-stage QoR
stage | total power [W] | setup WS (ns) | cells
finish | 0.000745 | 1.91 | 746
floorplan | 0.000473 | 2.48 | 532
CTS | 0.000758 | 1.96 | 746
global route | 0.000796 | 1.84 | 746
global placement | 0.000582 | 1.88 | 742
detailed placement | 0.000595 | 1.75 | 742
## worst register-to-register path: stages (launching register included)
cell	delay (ns)
dfrtp_1	0.39
nor2b_1	0.19
nor3b_1	0.36
and3_1	0.22
nand3_1	0.09
nand3_1	0.12
## placed cells by master, fill, tap and decap left out, types with 10 or more instances in the layout
cell             count
nor2_1              35
xor2_1              13
inv_1               41
nand4_1             11
a21oi_1             29
nand3_1             14
nand2_1             21
dlxtn_1             99
clkdlybuf4s50_1     36
a21o_1              28
ha_1                63
o21ai_0             16
and2_1              39
nor3_1              10
## worst max-delay path by stage
stage / start / endpoint / slack [ns] / depth (start not counted)
CTS: enable / current_state[0] / 1.96 / 5
global route: enable / current_state[0] / 1.84 / 5
finish: enable / current_state[0] / 1.91 / 5
## Yosys cell counts (10+ instances only)
cell type | number | area [um^2]
nand4_1 | 11 | 68.8
a21oi_1 | 29 | 145
dlxtn_1 | 99 | 1490
nand2_1 | 21 | 78.8
xor2_1 | 13 | 114
nor2_1 | 35 | 131
nand3_1 | 14 | 70.1
inv_1 | 41 | 154
o21ai_0 | 16 | 80.1
nor3_1 | 10 | 50.1
and2_1 | 39 | 244
ha_1 | 63 | 788
a21o_1 | 28 | 210
clkbuf_1 | 12 | 45.0
## state kept, by name, summed over array words and instances, names as in the netlist
name,cells
fib_1,32
current_state,3
num,32
fib_temp,1
out_ready,1
fib_0,32
is_fib,1
## cell type report
type	count	area [um^2]	share of cell area [%]
multi-input combinational	376	2770	53.5
sequential	102	1560	30.2
timing repair buffer	39	383	7.40
tap	184	230	4.45
inverter	41	154	2.97
clock buffer	4	78.8	1.52
## power breakdown
group / switching (W) / leakage, nW / internal [W]
Sequential: 0.0000130 / 0.808 / 0.000324
Clock: 0.0000270 / 0.0382 / 0.000135
Combinational: 0.000172 / 1.89 / 0.0000751
Power and IR drop assume default switching activity.
