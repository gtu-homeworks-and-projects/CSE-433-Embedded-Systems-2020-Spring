`./design.v`:
```
module odd_number_analyzer(in_number, clock, reset, enable, out_ready, is_odd);
input clock;
input reset;
input enable;
input in_number; 
output reg out_ready;
output reg is_odd;
reg num;
parameter  
	S0=2'b00,  
	S1=2'b01,  
	S2=2'b10,  
	S3=2'b11;  
reg [1:0] current_state = S0, next_state;
always @(posedge clock, posedge reset)
begin
	if(reset)
		current_state <= S0;
	else if (enable == 0)
		current_state <= S0;
	else
		current_state <= next_state;
end
always @(current_state, num)
begin
	case(current_state) 
		S0: begin
			next_state <= S1;
		end
		S1: begin
			if(num)
				next_state <= S2; 
			else
				next_state <= S3;
		end
		S2: begin  
			next_state <= current_state;
		end
		S3: begin  
			next_state <= current_state;
		end
		default:
			next_state <= S0;
	endcase
end
always @(current_state)
begin 
	case(current_state)
		S0: begin 
			num <= in_number;
			out_ready <= 0;
		end
		S2: begin
			out_ready <= 1;
			is_odd <= 1;
		end
		S3: begin 
			out_ready <= 1;
			is_odd <= 0;
		end
		default: begin
			out_ready <= 0;
			is_odd <=0;
		end
	endcase
end 
endmodule
```
`./run.sh`:
```
#!/bin/bash
# OpenROAD 26Q1-2900-gdf79404cd8, Yosys 0.63+post, stock flow scripts
make -C /OpenROAD-flow-scripts/flow DESIGN_CONFIG=/design/flow/config.mk WORK_HOME=/design/flow/orfs finish
```
`./config.mk`:
```
export PLATFORM = sky130hd
export DESIGN_NAME = odd_number_analyzer
export DESIGN_NICKNAME = odd_number_analyzer
export VERILOG_FILES = /design/flow/design.v
export SDC_FILE = /design/flow/constraint.sdc
export NUM_CORES = 4
export LEC_CHECK = 1
export CORE_AREA = 10 10 70 70
export DIE_AREA = 0 0 80 80
```
`./constraint.sdc`:
```
current_design odd_number_analyzer

set clk_period 1.3
set clk_io_pct 0.2

create_clock -name clk0 -period $clk_period [get_ports {clock}]

set non_clock_inputs [all_inputs -no_clocks]
set_input_delay [expr $clk_period * $clk_io_pct] -clock clk0 $non_clock_inputs
set_output_delay [expr $clk_period * $clk_io_pct] -clock clk0 [all_outputs]
```
==> Implementation_results.wiki <==
== Metrics ==
{| class="wikitable"
! Metric !! Value
|-
| Sequential fraction of design power || 31.3%
|-
| Relative slew slack || a little under 90%
|-
| Buf+Inv Stages, Crit Path || 1
|-
| Pre-CTS worst setup slack || about 0.21 ns
|-
| Sort of element at the end of the critical path || output port
|-
| Worst-case hold slack || 0.206 ns
|-
| Total DRC errors in the routed layout || 0
|-
| Number of global-route vias before repair || 113
|-
| Total power after layout || between 200 and 300 uW
|-
| Endpoints left unconstrained || 3
|-
| Die Width || roughly 80 um
|-
| Number of antenna violations at the first check in global routing || 0
|-
| OpenROAD warning count || 25
|-
| Clock share of power || between 50% and 60%
|-
| Final tally of hold violations || 0
|-
| Maximum level of the CTS H-tree || 1
|-
| Top library cells by usage in the layout, fill and taps aside || clkdlybuf4s50_1 (4), clkbuf_4 (3), dfrtp_1 (2)
|-
| #FFs+latches synth || 4
|-
| Status || complete, no violations
|-
| Synthesized-area fraction occupied by xor and xnor cells || 0%
|-
| Yosys stat area || between 100 and 150 um^2
|-
| Worst Tran Pin Value || between 0.15 and 0.2 ns
|-
| Num ports || 6
|-
| Floorplan core density || under 10%
|-
| Required time of the critical path || 1.04 ns
|-
| Average instance area after synthesis || ~12 um^2
|-
| Share of synthesized area spent on multiplexers || 0%
|-
| Highest cell delay on the worst timing path || ~0.37 ns
|-
| Dominant comb cell || simple AND/OR/NAND/NOR gates
|-
| Root cell of the clock tree || clkbuf_4
|-
| Type of the most critical hold path || input port to asynchronous set/reset pin
|-
| Cell total in the yosys stat output || 11
|-
| Die outline area || about 0.0064 mm^2
|-
| Number of register pins that no clock reaches || 2
|-
| PnR worst setup slack || 0.211 ns
|-
| Unrepaired setup endpoints after global routing || no
|-
| Standard-cell rows || 21
|-
| Final routed wirelength across all metal layers || approximately 370 um
|-
| Iteration count of the initial detailed-routing pass || 2
|-
| Port buffer count || 5
|-
| Vias per std cell || around 1.6
|-
| Via count of the routed design || roughly 100
|-
| Utilization after layout || roughly 7.7%
|-
| Combinational cell fraction of total power || between 10% and 20%
|-
| Worst-path cell with the longest stage delay || dfrtp_1
|-
| WL per Instance || around 5.7 um
|-
| Max Clk Rate || approximately 900 MHz
|-
| Ao+oa area frac || 0%
|-
| Pin count of the biggest net entering global routing || 4
|-
| Delay-heaviest family, CP || flip-flops
|-
| Comb area || 42.5 um^2
|-
| Layout-stage area growth over the synthesis result || 102%
|-
| Net Sw Frac || slightly above 20%
|-
| GRT Overall Usage || ~1.2%
|-
| Power Internal || 208 uW
|-
| Dominant cell type by area after synthesis || dfrtp_1
|-
| First-pass GRT wire length || just over 500 um
|-
| GPL Wtd Cong || slightly below 0.7
|-
| CTS Buf Count || 3
|-
| Clock Tree Buf Depth || 2
|-
| Post-route antenna net violation count || 0
|-
| Crit Path Max Fanout || 2
|-
| Ratio of total power to cell area || 996 mW/mm^2
|-
| Worst clock skew || 0.00528 ns
|-
| Finish-stage setup viols || 0
|-
| Crit path DAT || ~0.83 ns
|-
| Number of distinct library cells after synthesis || 10
|-
| Instance count of the mapped netlist || 11
|-
| Simple-gate portion of the synthesized area || approximately 33%
|-
| Synthesized cell area || between 100 and 150 um^2
|-
| Clock-pin slew reported for the worst setup and hold paths after clock tree synthesis || around 0.030 ns
|-
| Most frequent logic cell in the layout || clkdlybuf4s50_1
|-
| TritonCTS clock tree || yes
|-
| Adder Area Share || 0%
|-
| Net switching power || roughly 54 uW
|-
| Dominant cells by area after synthesis || dfrtp_1 (38%), dlxtn_1 (12%), dlxtp_1 (12%), nor3b_2 (9.6%), and2_4 (6.7%)
|-
| Tally of max-capacitance violations || 0
|-
| Type of the worst setup path || register to output port
|-
| Synth top area share || between 30 and 40%
|-
| Final Max Slew Viols || 0
|-
| Proportion of layout cells with a drive suffix above 1 || between 30% and 40%
|-
| Grt ovf || 0
|-
| Count of fill cells added during filler insertion || 407
|-
| Clock insertion delay at the later pin of the skew report || 0.23 ns
|-
| Sum of negative setup slack || 0 ns
|-
| Final Critical Period || 1.09 ns
|-
| Startpoint Class || register
|-
| Share of the clock period used by the worst path after layout || 83.8%
|-
| Core ar. || 0.00342 mm^2
|-
| Starting DRC count in detailed routing || 9
|-
| Total inserted antenna cells || 0
|-
| Leakage || approximately 0.00011 uW
|-
| Area taken by flip-flops and latches || approximately 80 um^2
|-
| Detailed placement HPWL || about 280 um
|-
| Synthesis Warnings || 1
|-
| Cts hold-fix bufs || 0
|-
| Vertical die dimension || about 80 um
|-
| Ordered list of cells on the worst path || dlygate4sd2_1
|-
| IR Drop Worst-Case VDD || 0.0879 mV
|}
## synthesized netlist by cell type
library cell	number
nor3b_2	1
or2_1	1
clkbuf_1	1
inv_1	1
nor2b_1	1
and2_4	1
dlxtn_1	1
and3b_1	1
dlxtp_1	1
dfrtp_1	2
## repair_timing
action                                  CTS  global route
resized                                   1             0
endpoints found under the setup margin    1             0
setup buffers                             1             0
hold endpoints to repair                  0             0
## cells by family after synthesis
group	Yosys count
AND/OR/NAND/NOR	5
flip-flops	2
buffers and inverters	2
latches	2
## power groups by stage
stage	Sequential [uW]	Combinational [uW]	Clock (uW)
CTS	82.2	39.9	150
global route	83.3	43.6	159
finish	82.0	39.3	141
## area by class of cell
| cell class | instances | area share (%) |
|---|---|---|
| Tap cell | 46 | 21.9 |
| Timing Repair Buffer | 6 | 21.4 |
| Multi-Input combinational cell | 5 | 16.2 |
| Clock buffer | 3 | 8.57 |
| Inverter | 1 | 1.43 |
| Sequential cell | 4 | 30.5 |
## per-stage QoR
step / instance area (um^2) / std cells
floorplan: 130 / 11
global placement: 234 / 61
detailed placement: 234 / 61
CTS: 263 / 65
global route: 263 / 65
finish: 263 / 65
## flip-flops by register name (all words and copies together) (netlist names)
register	cells
current_state	2
num	1
is_odd	1
## metal layers
metal	global-route usage [%]	up-vias	share of wire, %
met5	0	-	0
li1	-	52	-
met2	1.12	5	36
met1	0.930	47	29
met3	2.27	0	34
met4	0.880	0	0
## final timing paths
kind,start,to,slack (ns),cells after the start
max,current_state[1],out_ready,0.21,1
min,reset,current_state[0],0.21,2
max reg2reg,current_state[1],current_state[1],0.28,3
min in group clk0,current_state[0],current_state[0],0.60,2
max in group asynchronous,reset,current_state[1],0.98,2
min reg2reg,current_state[0],current_state[0],0.60,2
Power and IR drop assume default switching activity.
